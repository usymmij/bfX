==> flow/config.mk <==
export PLATFORM = sky130hd
export DESIGN_NAME = addersub_16
export DESIGN_NICKNAME = addersub_16
export VERILOG_FILES = /design/flow/design.v
export SDC_FILE = /design/flow/constraint.sdc
export NUM_CORES = 4
export LEC_CHECK = 1
export CORE_AREA = 10 10 70 70
export DIE_AREA = 0 0 80 80
==> flow/constraint.sdc <==
current_design addersub_16

set clk_period 12.3
set clk_io_pct 0.2

create_clock -name clk0 -period $clk_period

set non_clock_inputs [all_inputs -no_clocks]
set_input_delay [expr $clk_period * $clk_io_pct] -clock clk0 $non_clock_inputs
set_output_delay [expr $clk_period * $clk_io_pct] -clock clk0 [all_outputs]
==> flow/design.v <==
module addersub_8 (
    input [7:0] a,
    input [7:0] b,
    input sub,
    output [7:0] out,
    output z
);
  wire [7:0] bsub;
  assign bsub = {8{sub}} ^ b;
  wire c;
  adder_8 adder (
      .a  (a),
      .b  (bsub),
      .cin(sub),
      .c  (c),
      .o  (out)
  );
  assign z = ~(|out);
endmodule
module addersub_16 (
    input [15:0] a,
    input [15:0] b,
    input sub,
    output [15:0] out,
    output z
);
  wire [15:0] bsub;
  assign bsub = {16{sub}} ^ b;
  wire c;
  adder_16 adder (
      .a  (a),
      .b  (bsub),
      .cin(sub),
      .c  (c),
      .o  (out)
  );
  assign z = ~(|out);
endmodule
module full_adder (
    input  a,
    b,
    cin,
    output c,
    o
);
  wire i = a ^ b;
  assign o = cin ^ i;
  assign c = cin & i | a & b;
endmodule
module adder_4 (
    input [3:0] a,
    input [3:0] b,
    input cin,
    output c,
    output [3:0] o
);
  wire [2:0] carry;
  full_adder adder1 (
      a[0],
      b[0],
      cin,
      carry[0],
      o[0]
  );
  full_adder adder2 (
      a[1],
      b[1],
      carry[0],
      carry[1],
      o[1]
  );
  full_adder adder3 (
      a[2],
      b[2],
      carry[1],
      carry[2],
      o[2]
  );
  full_adder adder4 (
      a[3],
      b[3],
      carry[2],
      c,
      o[3]
  );
endmodule
module adder_8 (
    input [7:0] a,
    input [7:0] b,
    input cin,
    output c,
    output [7:0] o
);
  wire carry;
  adder_4 adder1 (
      a[3:0],
      b[3:0],
      cin,
      carry,
      o[3:0]
  );
  adder_4 adder2 (
      a[7:4],
      b[7:4],
      carry,
      c,
      o[7:4]
  );
endmodule
module adder_16 (
    input [15:0] a,
    input [15:0] b,
    input cin,
    output c,
    output [15:0] o
);
  wire [2:0] carry;
  adder_4 adder1 (
      a[3:0],
      b[3:0],
      cin,
      carry[0],
      o[3:0]
  );
  adder_4 adder2 (
      a[7:4],
      b[7:4],
      carry[0],
      carry[1],
      o[7:4]
  );
  adder_4 adder3 (
      a[11:8],
      b[11:8],
      carry[1],
      carry[2],
      o[11:8]
  );
  adder_4 adder4 (
      a[15:12],
      b[15:12],
      carry[2],
      c,
      o[15:12]
  );
endmodule
module tb_adder ();
  reg [15:0] a, b;
  reg cin;
  wire c;
  wire [15:0] o;
  adder_16 f (
      a,
      b,
      cin,
      c,
      o
  );
  initial begin
    a   = 16'h0;
    b   = 16'h0;
    cin = 0;
    #10 a = 16'h2;
    b = 16'h2;
    #10 cin = 1;
    b = 16'h5;
    #10 cin = 0;
    b = 16'h8;
    a = 16'h8;
    #10 b = 16'hc;
    #10 a = 16'hc;
    b = 16'h10;
    #10 a = 16'h10;
    #10 b = 16'h14;
    #10 a = 16'hff00;
    b = 16'h0100;
  end
endmodule
module tb_addersub ();
  reg [15:0] a, b;
  reg sub;
  wire [15:0] o;
  addersub_16 test (
      a,
      b,
      sub,
      o
  );
  initial begin
    a   = 16'h0;
    b   = 16'h0;
    sub = 0;
    #10 a = 16'h2;
    b = 16'h2;
    #10 b = 16'hc;
    #10 b = 16'h8;
    a = 16'h8;
    #10 b = 16'hc;
    #10 a = 16'hc;
    b = 16'h12;
    #10 sub = 1;
    a = 16'h10;
    b = 16'h8;
    #10 b = 16'ha;
    #10 a = 16'h1000;
    b = 16'h100;
  end
endmodule
==> flow/run.sh <==
#!/bin/bash
# OpenROAD 26Q1-2900-gdf79404cd8, Yosys 0.63+post, stock flow scripts
make -C /OpenROAD-flow-scripts/flow DESIGN_CONFIG=/design/flow/config.mk WORK_HOME=/design/flow/orfs finish
==> job_summary.md <==
## PnR job results

| Metric | Value |
|---|---|
| Tmin final | `~12000 ps` |
| Final HPWL DP | `approximately 1900 microns` |
| CP bufs+invs | `5` |
| Vias in the first global route | `between 600 and 700` |
| Drc violations | `0` |
| Final wirelength | `a little under 2000 microns` |
| Iteration-0 DRC count of the detailed router | `5` |
| Leakage dissipation | `between 0.5 and 0.6 nW` |
| Clock buf count | `0` |
| Synth Warn # | `0` |
| Row count | `21` |
| Placed instance area | `between 1000 and 1500 sq um` |
| Crit-path most repeated cell | `fa_2` |
| Routed wire per std cell | `between 10 and 15 microns` |
| Syn_area_per_cell | `8.80 sq um` |
| First-pass DRT Iterations | `3` |
| Yosys stat area | `748 sq um` |
| Flop count | `0` |
| Worst EP required | `about 9800 ps` |
| Antenna diodes | `0` |
| Critical-path top delay cell | `fa_1` |
| Peak VDD IR | `roughly 21 uV` |
| Setup tns final | `0 ps` |
| Slew Viols, Final | `0` |
| Max incr delay on CP | `510 ps` |
| CP delay by family, top | `adder cells` |
| Core Util, Final | `about 36%` |
| WHS Endpoint | `out[0]` |
| Power Total | `~0.085 mW` |
| Chip width | `80 microns` |
| Critical path type | `input pin to output pin` |
| Fin worst setup slack | `around 310 ps` |
| Gate Count Post-Synth | `between 80 and 90` |
| Die Span Y | `approximately 80 microns` |
| Number of fill cells | `roughly 360` |
| Worst Setup Start Kind | `input pin` |
| Final setup vio count | `0` |
| Largest net degree at the start of global routing | `15` |
| FP Core Util | `between 20 and 25%` |
| Core area | `between 3000 and 4000 sq um` |
| Area Overhead vs Synth | `63.7%` |
| Gr ovfl total | `0` |
| # IOs | `~50` |
| Distinct cells, synth | `15` |
| Antenna Nets Post-Route | `0` |
| Setup crit end kind | `output pin` |
| Via/cell ratio | `between 3 and 4` |
| Share of cells above drive strength 1 | `14.2%` |
| Synth top area share | `~37%` |
| Total Die Area | `6400 sq um` |
| Fmax | `83.4 MHz` |
| Post-layout instance area | `1220 sq um` |
| Number of antenna violations at the first check in global routing | `0` |
| Top cells by area, synth | `fa_1, xnor2_1, buf_4` |
| # Cells Yosys | `roughly 85` |
| Cells along the critical path | `clkdlybuf4s50_1 > mux2i_1 > fa_2 > fa_2 > fa_2 > fa_2 > fa_2 > fa_2 > fa_2 > fa_2 > fa_2 > fa_2 > fa_1 > inv_1 > fa_1 > inv_1 > fa_2 > fa_1 > inv_1 > or4_1 > nor4_2 > clkdlybuf4s50_1` |
| Crit Path Max Fanout | `2` |
| Status | `finished clean` |
| Post-CTS Hold Buffers | `0` |
| Worst Hold Depth | `3` |
| OpenROAD warning count | `32` |
| Tcrit/Tclk final | `about 97%` |
| Synth area leader | `fa_1` |
| Worst path arrival time | `9530 ps` |
| Register share after synthesis | `0%` |
| RSZ-0062 raised after global routing | `no` |
| Final GP Congestion | `~0.77` |
| Least-Margin Pin Slew | `between 200 and 250 ps` |
| PortBufs | `around 50` |
| Sequential cell area | `0 sq um` |
| Max-Cap Viols | `0` |
| Post-CTS setup buffer count | `0` |
| Min-delay src | `a[0]` |
| Relative slew slack | `83.6%` |
| GRT Total Usage | `under 10%` |
| Power Dens Cells | `69.3 nW/um^2` |
| First-pass GRT wire length | `3020 microns` |
| Placement Setup Slack | `-403 ps` |
| Synthesized cell area | `748 sq um` |
| Hold Path Class | `input pin to output pin` |
| Vias | `just under 600` |
| Final Hold Violation Tally | `0` |
-- worst min-delay path: stages --
cell,delay [ps]
clkdlybuf4s50_1,490
xor2_1,90
clkdlybuf4s50_1,400
-- per-stage QoR --
stage | cells | hold WS, ps
2_1_floorplan | 85 | 5080
3_3_place_gp | 166 | 5910
3_5_place_dp | 166 | 5910
4_1_cts | 166 | 5910
5_1_grt | 166 | 5950
6_report | 166 | 5900
-- routing by layer --
metal	track usage, %	share of wire (%)	up-vias
met3	2.05	11	0
met2	9.79	45	30
met4	0	0	0
met5	0	0	-
li1	-	-	289
met1	7.86	44	259
-- worst max-delay path by stage --
stage / start / to / cells after the start
CTS: b[0] / z / 22
global route: b[0] / z / 22
finish: b[0] / z / 22
-- kinds of logic after synthesis --
group / after synthesis / share of synthesized area, %
buf+inv: 46 / 31.4
simple gates: 6 / 7.69
fa+ha+maj: 14 / 37.5
mux: 1 / 1.34
xor+xnor: 18 / 22.1
-- where the power goes --
| part | switching [mW] | total, mW | leakage (nW) | internal, mW |
|---|---|---|---|---|
| Combinational | 0.0298 | 0.0849 | 0.510 | 0.0551 |
| Clock | 0 | 0 | 0 | 0 |
| Sequential | 0 | 0 | 0 | 0 |
| Total | 0.0298 | 0.0849 | 0.510 | 0.0551 |
-- cell usage after synthesis --
master / n
buf_4: 16
nor4_2: 1
or3_1: 1
nand4_4: 1
inv_1: 27
clkinv_1: 1
nand2_1: 1
nand4_1: 1
xnor2_2: 1
buf_2: 2
xor2_1: 2
fa_1: 14
or4_1: 1
mux2i_1: 1
xnor2_1: 15
-- layout by cell type (no fill, tap or decap) --
master | netlist | final
inv_1 | 27 | 27
dlygate4sd2_1 | 0 | 1
or3_1 | 1 | 1
nand4_4 | 1 | 1
xnor2_1 | 15 | 15
xnor2_2 | 1 | 1
or4_1 | 1 | 1
clkdlybuf4s50_1 | 0 | 49
mux2i_1 | 1 | 1
fa_2 | 0 | 11
nand2_1 | 1 | 1
nor4_2 | 1 | 1
buf_4 | 16 | 3
nand4_1 | 1 | 1
xor2_1 | 2 | 2
fa_1 | 14 | 3
clkinv_1 | 1 | 1
-- cell type report --
class	count	area, sq um	area share [%]
timing repair buffer	53	522	42.6
inverter	28	105	8.58
tap	46	57.6	4.70
multi-input combinational	39	541	44.1
-- what timing repair did --
item	4_1_cts	5_1_grt
gates resized	8	4
pin swaps	0	0
setup endpoints to repair	2	1
Power figures rest on the tool's default switching activity, not on a simulated workload.

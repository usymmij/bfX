===== ./design.v =====
module mux_2_1_16bit (
    input [15:0] a,
    input [15:0] b,
    input sel,
    output reg [15:0] o
);
  always @(*) begin
    case (sel)
      1'h0: o = a;
      1'h1: o = b;
    endcase
  end
endmodule
module mux_4_1_16bit (
    input [15:0] a,
    input [15:0] b,
    input [15:0] c,
    input [15:0] d,
    input [1:0] sel,
    output reg [15:0] o
);
  always @(*) begin
    case (sel)
      2'h0: o = a;
      2'h1: o = b;
      2'h2: o = c;
      2'h3: o = d;
    endcase
  end
endmodule
module mux_2_1_8bit (
    input [7:0] a,
    input [7:0] b,
    input sel,
    output reg [7:0] o
);
  always @(*) begin
    case (sel)
      1'h0: o = a;
      1'h1: o = b;
    endcase
  end
endmodule

===== ./run.sh =====
#!/bin/bash
# OpenROAD 26Q1-2900-gdf79404cd8, Yosys 0.63+post, stock flow scripts
make -C /OpenROAD-flow-scripts/flow DESIGN_CONFIG=/design/flow/config.mk WORK_HOME=/design/flow/orfs finish

===== ./config.mk =====
export PLATFORM = sky130hd
export DESIGN_NAME = mux_4_1_16bit
export DESIGN_NICKNAME = mux_4_1_16bit
export VERILOG_FILES = /design/flow/design.v
export SDC_FILE = /design/flow/constraint.sdc
export NUM_CORES = 4
export LEC_CHECK = 1
export CORE_AREA = 10 10 70 70
export DIE_AREA = 0 0 80 80

===== ./constraint.sdc =====
current_design mux_4_1_16bit

set clk_period 1.1
set clk_io_pct 0.2

create_clock -name clk0 -period $clk_period

set non_clock_inputs [all_inputs -no_clocks]
set_input_delay [expr $clk_period * $clk_io_pct] -clock clk0 $non_clock_inputs
set_output_delay [expr $clk_period * $clk_io_pct] -clock clk0 [all_outputs]

==> qor.tcl <==
set qor(ys_seq_share_pct) 0
set qor(logic_area_um2) 360
set qor(outcome) {finished, violations left}
set qor(drv.max_cap_violation_count) 0
set qor(critical_path.top_delay_family) {multiplexers}
set qor(grt_max_degree) 9
set qor(numPortBuffers) 82
set qor(detailedPlace.worstSlack_ns) -1.06
set qor(endpoint_kind) {primary output}
set qor(global_route_wire_length_before_repair_um) 4170
set qor(area.sequential_um2) 0
set qor(share_of_the_clock_period_used_by_the_worst_path_pct) 117
set qor(delay_contributed_by_the_slowest_stage_of_the_critical_path_ns) 0.49
set qor(synth_area_per_cell_um2) 21.2
set qor(yosysTopAreaCellShare_pct) 53.1
set qor(fin_setup_tns_ns) -2.82
set qor(cts_hold_buffers) 0
set qor(hold_slack_ns) 0.925
set qor(final-setup-viol-count) 16
set qor(ys_cells) 20
set qor(max-vdd-ir-drop_mv) 0.0918
set qor(unrepaired_setup_endpoints_after_global_routing) {true}
set qor(route.detailed.wl_per_inst_um) 18.5
set qor(filler_cell_count) 377
set qor(critical_path.startpoint_type) {input port}
set qor(synthesized_chip_area_reported_by_yosys_um2) 424
set qor(synthDistinctLibCells) 5
set qor(num_io_pins) 82
set qor(final_period_minus_worst_setup_slack_ns) 1.29
set qor(finalWorstSetupSlack_ns) -0.187
set qor(crit_type) {in2out}
set qor(num_rows) 21
set qor(core_area_um2) 3420
set qor(grt_residual_overflow) 0
set qor(number_of_detailed_route_iterations_in_the_first_pass) 2
set qor(finalHoldViolCount) 0
set qor(die_width_um) 80
set qor(synth.largest_area_cell) {sky130_fd_sc_hd__mux4_2}
set qor(critical_path_required_ns) 0.88
set qor(starting_utilization_of_the_core_area_pct) 12.4
set qor(hp-class) {in2out}
set qor(power_per_cell_area_nw_per_um2) 315
set qor(drt_total_wl_um) 2730
set qor(final_max_slew_viol_count) 0
set qor(cp_num_buf_inv) 3
set qor(slew-limit-headroom_pct) 92.4
set qor(clkbuf_count) 0
set qor(routed-via-count) 599
set qor(layout_top_cells_excl_fill_tap) {sky130_fd_sc_hd__dlygate4sd2_1 (64), sky130_fd_sc_hd__mux4_2 (16), sky130_fd_sc_hd__buf_2 (16), sky130_fd_sc_hd__buf_12 (2), sky130_fd_sc_hd__buf_6 (2)}
set qor(gp_congestion) 0.804
set qor(die-area_um2) 6400
set qor(critical_path.most_common_cell) {sky130_fd_sc_hd__buf_12}
set qor(synth_cells) 20
set qor(final_core_util_pct) 33.9
set qor(grt_usage_pct) 8.27
set qor(top_cells_by_area) {sky130_fd_sc_hd__mux4_2 (53%), sky130_fd_sc_hd__mux4_1 (37%), sky130_fd_sc_hd__buf_12 (4.7%)}
set qor(signed_area_change_from_the_synthesized_netlist_to_the_final_layout_pct) 173
set qor(mostFrequentLayoutCell) {sky130_fd_sc_hd__dlygate4sd2_1}
set qor(antenna_found_initial) 0
set qor(first_iter_violations) 2
set qor(crit_slowest_cell) {sky130_fd_sc_hd__mux4_2}
set qor(drt_drc_violations_left) 0
set qor(route.antenna.remaining_nets) 0
set qor(timing.fmax_mhz) 777
set qor(ys_warn_count) 1
set qor(warning_count) 35
set qor(drive_above_1_share_pct) 36.3
set qor(first_global_vias) 793
set qor(failing_checks) {negative setup slack}
set qor(cp.arrival_ns) 1.07
set qor(ordered_cell_list_for_the_critical_path) {buf_12 > buf_12 > mux4_2 > buf_2}
set qor(viasPerCell) 4.05
set qor(tightestPinTransition_ns) 0.113
set qor(post-dp-hpwl_um) 2420
set qor(insertedDiodeCount) 0
set qor(critical_path.max_fanout) 8
set qor(synth.cell_area_um2) 424
set qor(flop-count) 0
set qor(die_height_um) 80
set qor(leakage_power_nw) 0.550
[worst paths after layout]
| check | from | to | slack [ns] | cells past startpoint |
|---|---|---|---|---|
| worst max-delay path | sel[0] | o[0] | -0.19 | 4 |
| worst min-delay path | b[10] | o[10] | 0.92 | 3 |
[what timing repair did]
item	in CTS	in global routing
cloned	1	0
endpoints found under the setup margin	16	16
buffers inserted	0	0
endpoints found under the hold margin	0	0
gates resized	131	1
[power by group]
group          switching, mW  total [mW]  internal [mW]  leakage (nW)
registers                  0           0              0             0
logic                 0.0890       0.365          0.276         0.550
clock network              0           0              0             0
[per-layer routing]
| metal | track usage (%) | vias up | routed length, µm |
|---|---|---|---|
| met2 | 13.2 | 65 | 1110 |
| met1 | 9.73 | 266 | 1150 |
| met3 | 5.34 | 0 | 473 |
| li1 | - | 268 | - |
| met5 | 0 | - | 0 |
| met4 | 0 | 0 | 0 |
[synth_stat cells]
cell / number
sky130_fd_sc_hd__mux4_1: 6
sky130_fd_sc_hd__buf_2: 2
sky130_fd_sc_hd__buf_12: 1
sky130_fd_sc_hd__buf_6: 1
sky130_fd_sc_hd__mux4_2: 10
[cells by family (layout without fill, tap and decap cells)]
family / Yosys count / count (layout) / share of synthesized area (%)
multiplexers: 16 / 16 / 90.3
buffers and inverters: 4 / 86 / 9.73
[stage by stage]
step	total power [mW]	std cells	area, µm²
2_1_floorplan	0.126	20	433
3_5_place_dp	0.487	147	1300
5_1_grt	0.402	148	1160
4_1_cts	0.375	148	1160
6_report	0.365	148	1160
3_3_place_gp	0.486	147	1300
[area by class of cell]
cell class / count / share of cell area, %
multi-input combinational: 16 / 31.1
tap: 46 / 4.97
timing repair buffer: 86 / 63.9
No activity file was given, so power comes from the tool's default toggle rates.
